## flow/design.v

```verilog
`timescale 1ns / 1ps
module fruit80 (output reg [0:42]lf, output reg [0:36] nf, output reg [0:6]count1=7'b0, input [0:69]iv, input [0:79]k, input clk, rst, output reg h=0, output reg z=0);
reg kt;
reg kt1;
wire [0:4]p,q;
wire [0:3] r;
wire [0:79] iv1;
reg i;
assign iv1 ={1'b1,9'b0,iv[0:69]};
assign f1 =lf[0]^lf[8]^lf[18]^lf[23]^lf[28]^lf[37];
assign nfb = kt^lf[0]^count1[3]^nf[0]^nf[10]^nf[20]^(nf[12]*nf[3])^(nf[14]*nf[25])^(nf[5]*nf[23]*nf[31])^(nf[8]*nf[18]*nf[28]*nf[30]*nf[32]*nf[34]);
assign p = {count1[1],count1[2],count1[3],count1[4],count1[5]};
assign r = {count1[0],count1[1],count1[2],count1[3]};
assign q = {count1[2],count1[3],count1[4],count1[5],count1[6]};
always @(posedge clk)
begin
  if(rst)
  begin
    count1<=7'b0;
  end
  else if (count1==80)
  begin
    count1[0]<=nf[0];
    count1[1]<=nf[1];
    count1[2]<=nf[2];
    count1[3]<=nf[3];
    count1[4]<=nf[4];
    count1[5]<=nf[5];
    count1[6]<=lf[0];
  end
  else
  begin
    count1<=count1+1'b1;
  end
end
always@(posedge clk or posedge rst)
  if(rst)
  begin
    kt<=1'b0;
    kt1<=1'b0;
  end
  else
  begin
    kt<=(k[r]*k[p+16]*k[q+48])^(k[r]*k[p+16])^(k[p+16]*k[q+48])^(k[r]*k[q+48])^k[p+16];
    kt1<=(k[r]*k[p+16])^(k[p+16]*k[p+48])^(k[r]*k[q+48])^k[r]^k[p+16]^k[q+48];
  end
always@(posedge clk)
  if(rst)
  begin
    nf[0:36]<=k[0:36];
    lf[0:42]<=k[37:79];
  end
  else if(count1<=79)
  begin
    nf[0:35]<=nf[1:36];
    nf[36]<=z^iv1[i]^nfb;
    lf[0:41]<=lf[1:42];
    lf[42]<=z^iv1[i]^f1;
  end
  else if(count1==80)
    lf[0]<=1'b1;
  else if(count1>79)
  begin
    nf[0:35]<=nf[1:36];
    nf[36]<=nfb;
    lf[0:41]<=lf[1:42];
    lf[42]<=f1;
  end
always@(posedge clk or posedge rst)
  if(rst)
    i<=1'b0;
  else if(count1<80)
    i<=i+1'b1;
always@(posedge clk or posedge rst)
  if(rst)
    h<=0;
  else
    h<=kt1*(nf[36]^lf[19]^lf[6]*lf[15])^(lf[1]*lf[22])^(nf[35]*lf[27])^(nf[1]*nf[24])^(nf[1]*nf[33]*lf[42]);
always@(posedge clk or posedge rst)
  if(rst)
    z<=0;
  else
    z<=h^nf[0]^nf[7]^^nf[19]^nf[29]^nf[36]^lf[38];
endmodule 
```

## flow/run.sh

```bash
#!/bin/bash
# OpenROAD 26Q1-2900-gdf79404cd8, Yosys 0.63+post, stock flow scripts
make -C /OpenROAD-flow-scripts/flow DESIGN_CONFIG=/design/flow/config.mk WORK_HOME=/design/flow/orfs finish
```

## flow/config.mk

```make
export PLATFORM = sky130hd
export DESIGN_NAME = fruit80
export DESIGN_NICKNAME = fruit80
export VERILOG_FILES = /design/flow/design.v
export SDC_FILE = /design/flow/constraint.sdc
export NUM_CORES = 4
export LEC_CHECK = 1
export CORE_UTILIZATION = 50
```

## flow/constraint.sdc

```tcl
current_design fruit80

set clk_period 5.9
set clk_io_pct 0.2

create_clock -name clk0 -period $clk_period [get_ports {clk}]

set non_clock_inputs [all_inputs -no_clocks]
set_input_delay [expr $clk_period * $clk_io_pct] -clock clk0 $non_clock_inputs
set_output_delay [expr $clk_period * $clk_io_pct] -clock clk0 [all_outputs]
```

==> out/results.ini <==
[global_route]
antenna_found_initial = 0
grt_pass1_vias = 3815
grt_max_degree = 54
grtUsageTotal_pct = 26.1
grt-ovfl-total = 0
grt_pass1_wl_mm = 20.3

[run]
drv_cap = 0
tool_warnings = 97

[logic_synthesis]
ys.flops = 92
synth_chip_area_um2 = 5160
synth_cell_types = 43
syn_avg_cell_area_um2 = 13.7
syn_inst = 376
synth.yosys.warnings = 3
post_synth_instance_area_um2 = 5160
ys_cells = 376
synth_seq_share_pct = 51.5

[setup_path]
critPathRequiredTime_ns = 5.90
path_max_fanout = 44
worstPathArrival_ns = 3.06
worst_setup_path_end_kind = register
path_class = reg2reg
start_kind = register

[power_and_ir_drop]
p_sw_uw = 477
internal-power_uw = 1300
p_leak_uw = 0.00251
power_density_nw_per_um2 = 249
power.share.clock_pct = 22.9
combPwrFrac_pct = 27.7
swShare_pct = 26.8
ir_drop_mv = 0.154
seq_power_share_pct = 49.4
p_total_uw = 1780

[clock_network]
htreeDepth = 3
cts_buffer_depth = 2
clk_latency_ns = 0.36
clk_pin_slew_ns = 0.10
cts_tree = done
postCtsSetupBuffers = 0
cts_made_buffers = 9
post_cts_resized = 0
hold_buffers = 0
root_buffer = clkbuf_8
clkSinkCount = 92

[finish]
layout-drive-gt1-share_pct = 21.5
layout_top_cell = clkdlybuf4s50_1
lay_top_cells = 169 x clkdlybuf4s50_1, 79 x edfxtp_1, 77 x mux2_2, 26 x nand2_1, 24 x xnor2_1
final_util_pct = 72.0
syn2layout_area_growth_pct = 38.3

[placement]
gp_congestion = 0.850
dpl.hpwl_mm = 9.19
portBuffers = 170

[die]
die.size.y_um = 104
die_area_um2 = 10700
rows = 36
die_width_um = 104
boundaryPins = 241
fp-utilization_pct = 52.1
core_region_area_um2 = 9910

[timing]
min_period_ns = 3.06
maxSlewHeadroom_pct = 47.1
fmax_mhz = 327
fin_tns_setup_ns = 0
hold_viol_final = 0
setup_viol = 0
clock_skew_ns = 0.0119
period_used_pct = 51.9
slew_viol_final = 0
rsz0062_at_grt = no
worst_slew_pin_slew_ns = 0.793

[drt]
drtIter0Drc = 120
postRouteAntennaNets = 0
totalWireLength_mm = 12.9
firstDrtPassIters = 4
vias_per_cell = 5.53
insertedDiodeCount = 0
vias = 3736
drc_errors = 0
wl_per_cell_um = 19.1

[run_status]
status = completed

[worst_hold_path]
hold_class = reg2reg

-- layout make-up --
cell class	count	area (um2)
tap	133	166
fill	702	2770
sequential	92	2660
inverter	5	18.8
clock buffer	9	124
timing repair buffer	175	1740
multi-input combinational	255	2370
clock inverter	7	58.8
-- power by group through the flow --
stage	registers, uW	logic, uW	clock network [uW]
6_report	878	491	407
5_1_grt	892	534	437
4_1_cts	880	496	417
-- path summary, 6_finish.rpt --
| path | slack [ns] | startpoint | depth (start not counted) | end |
|---|---|---|---|---|
| min in group asynchronous | 0.99 | rst | 2 | h |
| min | 0.50 | i | 1 | i |
| max | 2.84 | count1[5] | 7 | lf[41] |
| max reg2reg | 2.84 | count1[5] | 7 | lf[41] |
| min reg2reg | 0.50 | i | 1 | i |
| max in group asynchronous | 4.70 | rst | 2 | z |
-- state kept, by name, indices dropped and copies added (netlist names) --
name and cells:
count1 7, h 1, i 1, kt 1, kt1 1, lf 43
nf 37, z 1
-- per-layer routing --
metal | track usage (%) | wire, um | part of all wire [%]
met5 | 0 | 0 | 0
met1 | 46.2 | 5820 | 45
met3 | 8.01 | 1230 | 9.5
met2 | 36.5 | 5770 | 45
met4 | 2.59 | 103 | 0.80
-- stage by stage --
stage	cell area (um2)	std cells	hold WS (ns)	setup slack, ns
2_1_floorplan	5160	376	0.461	1.86
3_3_place_gp	6950	660	0.475	2.57
3_5_place_dp	6950	660	0.476	2.56
4_1_cts	7140	676	0.497	2.85
5_1_grt	7140	676	0.515	2.70
6_report	7140	676	0.496	2.84
-- cell families after synthesis --
family                     synth area share [%]
adders and majority gates                 0.485
xor gates and xnor gates                   5.60
DFF                                        51.5
muxes                                      28.2
and+or+nand+nor                            7.13
buffers and inverters                      2.64
AOI/OAI and AO/OA                          4.46
-- Yosys cell counts --
master,n,area share [%]
mux2_2,77,17
and2_1,2,0.24
nor2b_1,4,0.48
o22ai_1,1,0.12
edfxtp_1,79,46
clkbuf_1,15,1.1
o211ai_1,1,0.15
o22a_1,1,0.17
buf_6,1,0.22
a22oi_1,5,0.73
buf_8,1,0.29
o21ai_0,4,0.39
xor2_1,9,1.5
or2_2,1,0.12
mux2i_1,14,2.7
o2111ai_1,2,0.34
a21o_1,1,0.15
a31oi_1,1,0.12
and4_1,1,0.17
nand4_1,5,0.61
o221ai_1,2,0.34
o21ai_1,1,0.097
nor3_1,3,0.29
mux4_2,13,5.7
nand2_1,27,2.0
a31o_2,1,0.17
a21oi_1,6,0.58
dfxtp_1,8,3.1
dfrtp_1,5,2.4
xnor2_1,24,4.1
ha_1,2,0.48
a32oi_1,1,0.17
a311oi_1,1,0.17
nand4b_1,2,0.34
a41oi_1,2,0.34
nand2b_1,7,0.85
inv_1,5,0.36
nor2_1,15,1.1
nand3_1,10,0.97
a211oi_1,3,0.44
mux4_1,5,2.5
mux2i_4,1,0.44
buf_2,7,0.68
-- worst max-delay path, cell delays in order, from the launching register on --
cell     delay, ns
dfxtp_2       0.55
buf_4         0.43
inv_1         0.19
ha_1          0.24
nand3_1       0.10
nor2_1        0.13
nand2_4       0.43
buf_4         0.60
Power is estimated from default activity; no workload was simulated.
